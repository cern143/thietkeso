==> design/flow/design.v <==
`default_nettype none
module async_reg(clk, ena, rst, d, q);
parameter N = 16;
input wire clk, ena, rst;
input wire [N-1:0] d;
output logic [N-1:0] q;
always_ff @(posedge clk, posedge rst) begin
  if (rst) begin
    q <= 0;
  end
  else begin
    if (ena) begin
      q <= d;
    end
  end
end
endmodule
`timescale 1ns / 100ps
`default_nettype none
module tapped_delay_block(b, x_in, x_out, y_in, y_out, clk, ena, rst);
parameter N = 16;
input  wire  signed [N-1:0] b;      
input  wire  signed [N-1:0] x_in;   
input  wire  signed [N-1:0] y_in;   
output logic signed [N-1:0] x_out;  
output logic signed [N-1:0] y_out;  
input  wire                 clk;
input  wire                 ena;
input  wire                 rst;
async_reg #(.N(N)) REGISTER(   
    .clk(clk),
    .ena(ena),
    .rst(rst),
    .d(x_in),
    .q(x_out)
);
always_comb begin : output_logic
    y_out = (x_in * b) + y_in;   
end
endmodule
`default_nettype wire  
==> design/flow/run.sh <==
#!/bin/bash
# OpenROAD 26Q1-2900-gdf79404cd8, Yosys 0.63+post, stock flow scripts
make -C /OpenROAD-flow-scripts/flow DESIGN_CONFIG=/design/flow/config.mk WORK_HOME=/design/flow/orfs finish
==> design/flow/config.mk <==
export PLATFORM = sky130hd
export DESIGN_NAME = tapped_delay_block
export DESIGN_NICKNAME = tapped_delay_block
export VERILOG_FILES = /design/flow/design.v
export SDC_FILE = /design/flow/constraint.sdc
export NUM_CORES = 4
export LEC_CHECK = 1
export CORE_UTILIZATION = 40
==> design/flow/constraint.sdc <==
current_design tapped_delay_block

set clk_period 14.1
set clk_io_pct 0.2

create_clock -name clk0 -period $clk_period [get_ports {clk}]

set non_clock_inputs [all_inputs -no_clocks]
set_input_delay [expr $clk_period * $clk_io_pct] -clock clk0 $non_clock_inputs
set_output_delay [expr $clk_period * $clk_io_pct] -clock clk0 [all_outputs]
==> summary.txt <==
Post-synth top cells - inv_1, fa_1, and2_1
Syn_area_per_cell - 8.982 sq um
Hold Path Class - flop to flop
Core ar. - 12770 sq um
Port bufs - 82
Clock buffer count from CTS - 3
Stage-log warning count - 25
Yosys Instances - 592
Total congestion overflow - 0
Slowest stage cell, crit path - clkdlybuf4s50_1
DRT Wirelength - 11160 microns
Pin count of the biggest net entering global routing - 18
PD cells - 212.1 nW/um^2
Worst VDD drop - 0.1597 mV
Final ANT Viol Nets - 0
Distinct lib cells - 31
Nature of the critical path startpoint - input port
GP Congestion - 0.8388
First-pass GRT wire length - 19510 microns
Final hold viol count - 0
Reg clk slew, reported paths - 0.05 ns
EDFF count, synth - 0
Setup tns final - 0 ns
P_leak - 3.209 nW
Largest register by flop count - REGISTER.q
Most common cell in the netlist - inv_1
Final Critical Period - 11.54 ns
Final slew viol count - 0
RSZ-0062 raised after global routing - false
Drt wl/cell - 13.38 microns
Asr flop ratio synth - 100.0%
Mapped Area - 5318 sq um
Post-CTS Resized - 0
Outcome - finished clean
Worst-Skew Late Latency - 0.24 ns
Max-area cell share - 35.01%
Post-CTS Setup Inserts - 0
Root Buffer - clkbuf_16
Warning count from the yosys run - 2
Post-place setup slack - 2.536 ns
Vias in the first global route - 4050
Reg-to-reg slack, setup - 13.34 ns
Antenna diodes - 0
CP Capture Type - output pin
Drt via density - 4.528
Crit path DAT - 8.72 ns
Final worst setup slack - 2.560 ns
Clock sink count - 16
Top area cell types - fa_1, ha_1, inv_1
CP required - 11.28 ns
Post-synthesis sequential area ratio - 7.529%
Yosys reg bits - 16
Mapped Cells - 592
Yosys Chip Area - 5318 sq um
Worst Path Max Fanout - 15
Drt first-iter violations - 83
Post-Layout Inst Area - 6382 sq um
Worst Clk Skew - 0 ns
Initial antenna violation count - 0
Worst Tran Pin Value - 0.7143 ns
CP Cell Sequence - clkdlybuf4s50_1, and2_1, fa_1, inv_1, fa_1, inv_1, fa_1, inv_1, fa_1, inv_1, fa_1, inv_1, fa_1, inv_1, ha_1, and2_1, o311ai_0, a311oi_1, xor2_1, clkdlybuf4s50_1
DR vias - 3776
Cts hold-fix bufs - 0
DRC viols - 0
Die Area - 13760 sq um
H-tree lvl count - 1
Setup-failing EPs final - 0
Floorplan core density - 41.63%
Final period util - 81.85%
Maximum clock frequency - 86.65 MHz
Max reg flops - 16
P&R area growth vs syn - 20.02%
Drt pass-1 iters - 4
Worst slew margin - 52.23%
Biggest regs - REGISTER.q (16)
TritonCTS clock tree - done
GRT Total Usage - 18.55%
Detailed Place HPWL - 9485 microns
Die X-Extent - 117.3 microns
Layout cells sized above 1 - 3.625%
Top Ports - 83
Area post-placement - 6294 sq um
CP peak stage delay - 0.67 ns
Max Cap Viol - 0
Max clock buf depth - 2
CP Class - input port to output pin
Cell taking the most area after synthesis - fa_1
Die Y - 117.3 microns
Placement Rows - 41
Top FF cell, synth - dfrtp_1
[critical path: cells and delay by family]
| kind | cells | cell delay [ns] |
|---|---|---|
| buffers and inverters | 8 | 1.44 |
| AND/OR/NAND/NOR | 2 | 0.45 |
| adder cells (fa/ha/maj) | 7 | 3.34 |
| XOR/XNOR | 1 | 0.17 |
| AND-OR/OR-AND | 2 | 0.48 |
[per-stage QoR]
stage | instances | hold WS, ns | utilization, % | total power [mW]
floorplan | 592 | 0.4556 | - | 0.8106
global placement | 830 | 0.4909 | 49.27 | 1.312
detailed placement | 830 | 0.4945 | 49.27 | 1.313
CTS | 834 | 0.5100 | 49.97 | 1.385
global route | 834 | 0.5232 | 49.97 | 1.535
finish | 834 | 0.5062 | 49.97 | 1.353
[path summary, 6_finish.rpt]
check                                      startpoint                         end  cells past startpoint
min in group asynchronous                         rst  REGISTER.q[14]$_DFFE_PP0P_                      2
setup reg to reg            REGISTER.q[0]$_DFFE_PP0P_   REGISTER.q[0]$_DFFE_PP0P_                      1
hold / removal             REGISTER.q[15]$_DFFE_PP0P_  REGISTER.q[15]$_DFFE_PP0P_                      1
max in group asynchronous                         rst   REGISTER.q[3]$_DFFE_PP0P_                      2
hold reg to reg            REGISTER.q[15]$_DFFE_PP0P_  REGISTER.q[15]$_DFFE_PP0P_                      1
setup / recovery                                 b[1]                   y_out[14]                     20
[cells in the final DEF, fill, tap and decap left out]
cell	Yosys	final
o21bai_1	1	1
nand3b_1	1	1
xnor2_1	30	30
o21ai_0	5	5
clkbuf_16	0	3
a21oi_1	3	3
nor4_1	2	2
nor2b_1	3	3
nor3_1	1	1
fa_1	93	93
xnor2_2	2	2
o31ai_1	1	1
xor2_1	7	7
a211o_1	1	1
mux2_2	16	16
a311oi_1	1	1
a21o_1	1	1
and2_1	83	83
o21a_1	4	4
nand2b_1	2	2
o311ai_0	1	1
o211ai_1	1	1
a21boi_0	1	1
nor2_1	7	7
clkbuf_8	0	1
clkdlybuf4s50_1	0	82
xnor3_1	2	2
dfrtp_1	16	16
ha_1	66	66
inv_1	168	168
and2_2	2	2
nand2_1	55	55
[power by group]
group / leakage, nW / internal (mW) / switching (mW)
clock network: 0.0442 / 0.0431 / 0.0173
logic: 2.98 / 0.731 / 0.509
registers: 0.187 / 0.0506 / 0.00232
[layout make-up]
cell class	count	area, sq um
Multi-Input combinational cell	392	4227
Fill cell	1214	6391
Timing Repair Buffer	82	820.8
Sequential cell	16	400.4
Clock buffer	4	88.84
Tap cell	172	215.2
Inverter	168	630.6
[per-layer routing]
layer  global-route usage, %  routed length (microns)
met1                   28.04                     5192
met2                   29.51                     5105
met3                   4.762                      804
met5                       0                        0
met4                  0.8117                       57
[cells by family after synthesis]
family / count (synthesis) / share of synthesized area (%)
multiplexers: 16 / 3.388
XOR/XNOR: 41 / 7.553
AND/OR/NAND/NOR: 156 / 15.48
adder cells (fa/ha/maj): 159 / 50.54
AND-OR/OR-AND: 20 / 2.518
flip-flops: 16 / 7.529
buffers and inverters: 184 / 12.99
Power figures rest on the tool's default switching activity, not on a simulated workload.
